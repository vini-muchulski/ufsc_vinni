==> flow/design.v <==
module half_adder(
a_i,
b_i,
s_o,
c_o
);
	input a_i,b_i;
	output s_o,c_o;
	and(c_o,a_i,b_i);
	xor(s_o,a_i,b_i);
endmodule
module full_adder(
a_i,
b_i,
c_i,
s_o,
c_o
);
	input a_i,b_i,c_i;
	output s_o,c_o;
	wire w_carry1,w_carry2, w_sum;
half_adder U0(
	.a_i(a_i),  
	.b_i(b_i), 
	.s_o(w_sum), 
	.c_o(w_carry1)  
	);
half_adder U1(
	.a_i(w_sum),  
	.b_i(c_i), 
	.s_o(s_o), 
	.c_o(w_carry2)  
	);
or U2(c_o,w_carry1,w_carry2);
endmodule
module ripple_carry(
a_i,
b_i,
c_i,
s_o,
c_o
);
	input [3:0]a_i,b_i;
	input c_i;
	output [3:0]s_o;
	output c_o;
	wire [3:0]w_carry;
full_adder U0(
	.a_i(a_i[0]),  
	.b_i(b_i[0]), 
	.c_i(c_i),
	.s_o(s_o[0]), 
	.c_o(w_carry[0])  
	);
full_adder U1(
	.a_i(a_i[1]),  
	.b_i(b_i[1]), 
	.c_i(w_carry[0]),
	.s_o(s_o[1]), 
	.c_o(w_carry[1])  
	);
full_adder U2(
	.a_i(a_i[2]),  
	.b_i(b_i[2]), 
	.c_i(w_carry[1]),
	.s_o(s_o[2]), 
	.c_o(w_carry[2])  
	);
full_adder U3(
	.a_i(a_i[3]),  
	.b_i(b_i[3]), 
	.c_i(w_carry[2]),
	.s_o(s_o[3]), 
	.c_o(c_o)  
	);
endmodule
==> flow/run.sh <==
#!/bin/bash
# OpenROAD 26Q1-2900-gdf79404cd8, Yosys 0.63+post, stock flow scripts
make -C /OpenROAD-flow-scripts/flow DESIGN_CONFIG=/design/flow/config.mk WORK_HOME=/design/flow/orfs finish
==> flow/config.mk <==
export PLATFORM = sky130hd
export DESIGN_NAME = ripple_carry
export DESIGN_NICKNAME = ripple_carry
export VERILOG_FILES = /design/flow/design.v
export SDC_FILE = /design/flow/constraint.sdc
export NUM_CORES = 4
export LEC_CHECK = 1
export CORE_AREA = 10 10 70 70
export DIE_AREA = 0 0 80 80
==> flow/constraint.sdc <==
current_design ripple_carry

set clk_period 3.0
set clk_io_pct 0.2

create_clock -name clk0 -period $clk_period

set non_clock_inputs [all_inputs -no_clocks]
set_input_delay [expr $clk_period * $clk_io_pct] -clock clk0 $non_clock_inputs
set_output_delay [expr $clk_period * $clk_io_pct] -clock clk0 [all_outputs]
==> results.toml <==
# yosys + openroad results
[job]
maxCapViolCount = 0
warning_count = 32

[die]
num_rows = 21
fp_util = 0.0432
die_area_sq_um = 6400
ios = 14
dieWidth_um = 80
core_sq_um = 3420
fp.dieH_um = 80

[routing]
finalWirelength_um = 456
first_pass_iters = 1
drc = 0
routed_via_density = 1.73
n_antenna_cell = 0
wl_per_cell_um = 6.16
num_vias = 128
drt_iter0_drc = 0
antenna_left = 0

[place]
dpl_cell_area_sq_um = 315
dp.cells = 74
io_buffer_count = 14
globalplace.congestion = 0.799
dp_hpwl_um = 450

[status]
status = "finished clean"

[synthesis]
yosys-stat-area_sq_um = 148
syn_inst = 18
synth_area_sq_um = 148
postSynthSeqShare = 0
yosysWarnings = 0
ys_cells = 18
area_leaders = "fa_1 (54%), inv_1 (25%), buf_4 (20%)"
yosys-top-cells-count = "inv_1 (10), buf_4 (4), fa_1 (4)"
top_area_cell = "fa_1"
yosysTopAreaCellShare = 0.542
synth_cell_types = 3
syn_area_per_cell_sq_um = 8.20
yosysMostFrequentCell = "inv_1"

[cells_and_area]
area_growth_pct = 104
drive_above_1_share = 0.429
design_area_sq_um = 302
ff_latch_area_sq_um = 0
stdcell_count = 74
seq_cells = 0
n_clock_buffer = 0

[global_route]
first_global_vias = 161
grt_pass1_wl_um = 676
grt_overflow = 0
grt_usage = 0.0135
antenna_found_initial = 0
grt_max_degree = 2

[timing]
slew_violations = 0
rsz0062_at_grt = "no"
relSlewSlack = 0.931
clock.fmax_ghz = 0.347
fin_crit_ns = 2.88
hold_violations = 0
post-route-period-util = 0.960
setup_viol = 0
worst_pin_slew_ns = 0.103

[cts]
ctsHoldBuffers = 0
post-cts-setup-buffer-count = 0

[setup_path]
critPathKind = "in2out"
crit_path_start_kind = "primary input"
arrival_ns = 2.28
endpoint_kind = "primary output"
critPathRequiredTime_ns = 2.40
critPathMaxFanout = 1

[hold_path]
hp-class = "in2out"

[power]
vdd_drop_max_uv = 36.9
leakage_nw = 0.143
p_per_area_nw_per_um2 = 138
[timing repair]
action,in CTS,in global routing
resized,26,1
hold endpoints to repair,0,0
pin swaps,4,2
setup endpoints to repair,4,1
[worst max-delay path, cell delays in order]
cell	delay [ns]
buf_2	0.11
inv_2	0.05
fa_2	0.20
inv_2	0.04
fa_2	0.34
fa_2	0.34
inv_2	0.06
fa_1	0.40
inv_1	0.06
buf_2	0.08
[metal layers]
metal | share of wire | wire length [um] | track usage
met3 | 0.16 | 75 | 0.00682
met2 | 0.25 | 113 | 0.0177
met4 | 0 | 0 | 0
met5 | 0 | 0 | 0
met1 | 0.59 | 267 | 0.0200
[report_power, final]
| group | switching [mW] | total, mW | internal [mW] | leakage (nW) |
|---|---|---|---|---|
| logic | 0.0143 | 0.0417 | 0.0274 | 0.143 |
| registers | 0 | 0 | 0 | 0 |
| clock network | 0 | 0 | 0 | 0 |
[cell type report]
cell class,count,area [sq um]
Inverter,10,37.5
Timing Repair Buffer,14,119
Multi-Input combinational cell,4,87.6
Tap cell,46,57.6
Fill cell,408,3110
[cells in the final DEF, fill, tap and decap left out]
cell type        n
inv_2            5
dlymetal6s2s_1   1
fa_1             1
buf_2            4
fa_2             3
clkdlybuf4s50_1  6
dlygate4sd2_1    3
inv_1            5
[through the flow]
stage	power (mW)	hold WS, ns	TNS (ns)	utilization	setup WS (ns)
after global placement	0.0484	2.24	-1.43	0.0923	-0.658
after global routing	0.0489	1.99	0	0.0883	0.0187
after floorplan	0.0229	1.42	0	-	0.223
after detailed placement	0.0493	2.26	-1.58	0.0923	-0.690
final	0.0417	1.94	0	0.0883	0.119
after CTS	0.0444	1.95	0	0.0875	0.0209
[worst paths after layout]
path	from	to	cells after the start
setup / recovery	c_i	s_o[3]	10
hold / removal	b_i[3]	s_o[3]	5
[kinds of logic (layout without fill, tap and decap cells)]
logic type	after synthesis	after routing	synth area share
fa+ha+maj	4	4	0.542
buf+inv	14	24	0.458
Power is estimated from default activity; no workload was simulated.
